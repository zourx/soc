==> flow/design.v <==
module clint (
    input wire clk_i,
    input wire rst_i,
    input wire req_i,
    input wire we_i,
    input wire [32-1 : 0] addr_i,         
    input wire [32-1:0] data_i,
    output reg [32-1:0] data_o,
    output reg    timer_irq_o,
    output reg    software_irq_o
);
localparam MTIMECMP_BASE = 16'h4000;
localparam MSIP_BASE = 16'h0;
localparam TIME_ADDR = 16'hBFF8;         
wire[15:0] raddr = addr_i[15:0];
reg  [32-1 : 0] mtime_mem[0: 1];    
reg  [32-1 : 0] mtimecmp_mem[0: 1];  
reg  [32-1 : 0] msip_mem;           
wire [64-1 : 0] mtime = { mtime_mem[1], mtime_mem[0] };    
wire [64-1 : 0] mtimecmp = { mtimecmp_mem[1], mtimecmp_mem[0] };  
wire [64-1 : 0] msip = {32'b0, msip_mem};  
wire carry = (mtime_mem[0] == 32'hFFFF_FFFF);    
wire is_time_addr0 = (raddr == TIME_ADDR);
wire is_time_addr1 = (raddr == TIME_ADDR+16'h4);     
wire is_mtimecmp_addr0 = (raddr == MTIMECMP_BASE);
wire is_mtimecmp_addr1 = (raddr == MTIMECMP_BASE+16'h4);
wire is_msip_addr = (raddr == MSIP_BASE);
always @(posedge clk_i)      
begin
    if (rst_i == 1'b1) begin
        mtime_mem [0] <= 32'b0;
        mtime_mem [1] <= 32'b0;
        mtimecmp_mem[0] <= 32'b0;
        mtimecmp_mem[1] <= 32'b0;
        msip_mem <= 32'b0;
    end if (we_i) begin
        if (is_msip_addr)
            msip_mem <= data_i;
        else if (is_mtimecmp_addr0)      
            mtimecmp_mem[0] <= data_i;
        else if (is_mtimecmp_addr1)
            mtimecmp_mem[1] <= data_i;
    end else begin                           
        mtime_mem[0] <= mtime_mem[0] + 32'b1;
        mtime_mem[1] <= mtime_mem[1] + {31'b0,carry};
    end
end
always @(*)      
begin
    if (req_i==1'b1)
    begin
        if (is_msip_addr) 
            data_o = msip_mem;
        else if (is_mtimecmp_addr0)
            data_o = mtimecmp_mem[0];
        else if (is_mtimecmp_addr1)
            data_o = mtimecmp_mem[1];
        else if(is_time_addr0)
            data_o = mtime_mem[0];
        else if(is_time_addr1)
            data_o = mtime_mem[1];
    end else
    data_o = 32'h0;
end
wire[63:0]  time_interval = (mtime - mtimecmp);
wire is_timeout = (time_interval[63] == 1'b0);
wire is_mtimecmp_nonzero = (mtimecmp == 64'h0);
assign timer_irq_o = (is_timeout & ~is_mtimecmp_nonzero);
assign software_irq_o = | msip;   
endmodule
==> flow/run.sh <==
#!/bin/bash
# OpenROAD 26Q1-2900-gdf79404cd8, Yosys 0.63+post, stock flow scripts
make -C /OpenROAD-flow-scripts/flow DESIGN_CONFIG=/design/flow/config.mk WORK_HOME=/design/flow/orfs finish
==> flow/config.mk <==
export PLATFORM = sky130hd
export DESIGN_NAME = clint
export DESIGN_NICKNAME = clint
export VERILOG_FILES = /design/flow/design.v
export SDC_FILE = /design/flow/constraint.sdc
export NUM_CORES = 4
export LEC_CHECK = 1
export CORE_UTILIZATION = 30
==> flow/constraint.sdc <==
current_design clint

set clk_period 12.1
set clk_io_pct 0.2

create_clock -name clk0 -period $clk_period [get_ports {clk_i}]

set non_clock_inputs [all_inputs -no_clocks]
set_input_delay [expr $clk_period * $clk_io_pct] -clock clk0 $non_clock_inputs
set_output_delay [expr $clk_period * $clk_io_pct] -clock clk0 [all_outputs]
==> impl_metrics.tcl <==
# yosys + openroad results
set metrics [dict create \
    mux_area_frac 0.0611 \
    ys_area_um2 10500 \
    drc 0 \
    holdBufCountCts 0 \
    placed_cells 1684 \
    wl_met3_um 2600 \
    grt_antenna_before_repair 0 \
    antenna_left 0 \
    syn_inst 1194 \
    worst_pin_slew_ps 941 \
    rows 68 \
    vias 8719 \
    relSlewSlack 0.367 \
    rsz0062_at_grt "false" \
    fin_cells 1716 \
    warning_count 41 \
    avgSynthCellArea_um2 8.79 \
    port_buffers 85 \
    yosys_warnings 5 \
    drt-initial-drc-count 655 \
    ios 102 \
    place_area_um2 11800 \
    layout_top_cells "nand2_1, dfxtp_1, clkdlybuf4s50_1, nor2_1, inv_1" \
    die_w_um 189 \
    top_layer_used "met4" \
    die_y_um 189 \
    arrival_ps 3600 \
    fin_skew_ps 9.73 \
    clkLatencyLatePin_ps 430 \
    dieArea_um2 35700 \
    syn_area_um2 10500 \
    period_used_share 0.497 \
    status "finished, final reports clean" \
    routabilityCongestion 0.899 \
    wl_per_cell_um 17.6 \
    compound_area_frac 0.144 \
    fin_total_pwr_uw 1320 \
    dr.pass1.iters 4 \
    area_growth_pct 17.9 \
    cts_setup_buffers 0 \
    numSynthFlops 192 \
    cts_made_buffers 17 \
    overflow 0 \
    endpoint_kind "primary output" \
    vias_per_cell 5.08 \
    leakage_uw 0.00464 \
    post-dp-hpwl_um 22000 \
    drive_above_1_share 0.0515 \
    dr_wl_met2_um 13200 \
    grt_max_degree 67 \
    finalSetupTns_ps 0 \
    grt_pass1_wl_um 47900 \
    fillers 3436 \
    ctsResizeCount 0 \
    max_cap_viol_count 0 \
    fp_util 0.304 \
    synth-cells-yosys 1194 \
    yosys.area_share.simple 0.210 \
    cts.reportedPaths.clkPinSlew_ps 70 \
    report.final.slew_viol_count 0 \
    r2r_setup_slack_ps 7740 \
    synthArstFlopShare 0 \
    hold_viol 0 \
    edf_count 64 \
    met1Wirelength_um 13600 \
    cts_root_buf "clkbuf_16" \
    cp_data_required_time_ps 9680 \
    synth.distinct_cells 48 \
    cts_tree "done" \
    untimed_endpoints 64 \
    unclocked_pins 32 \
    hp-class "reg -> reg" \
    clock.fmax_mhz 166 \
    core_um2 34500 \
    xor_area_frac 0.0426 \
    setup_viol 0 \
    startpoint_type "flop" \
    ir_drop_uv 71.3 \
    final_common_cell "nand2_1" \
    track_usage 0.178 \
    h-tree-depth 4 \
    final_util 0.359 \
    clockBufferDepth 2 \
    final_area_um2 12400 \
    grt_pass1_vias 8409 \
    post-route-min-period_ps 6020 \
    flop_cell "dfxtp_1" \
    synthAdderAreaFrac 0.0775 \
    routed_wl_um 30100 \
    n_antenna_cell 0 \
    synth.logic.top_family "simple AND/OR/NAND/NOR gates" \
    crit_fanout 6 \
    powerDensity_nw_per_um2 107 \
    worst-setup-path-type "reg -> out" \
]
[flip-flops by register name (all words and copies together), names as in the netlist]
name          cells
mtime_mem        64
mtimecmp_mem     64
data_o           32
msip_mem         32
[critical path, cell delays in order (launching register included)]
cell and delay, ps:
edfxtp_1 500, ha_1 360, a21oi_1 140, o21ai_0 220, a221oi_1 390, o21ai_1 150
a2111oi_0 560, a21oi_1 130, a31o_1 270, clkdlybuf4s50_1 440
[synthesized netlist by cell type (13+ instances only)]
master	count	area [µm²]
nand2b_1	38	238
edfxtp_1	64	1920
dfxtp_1	96	1920
inv_1	68	255
mux2i_1	64	641
dlxtn_1	32	480
clkbuf_1	38	143
nor2_1	73	274
o21ai_0	31	155
ha_1	65	813
nand4_1	27	169
buf_1	13	48.8
nor4_1	33	206
a21oi_1	39	195
nand3_1	29	145
nand2_1	207	777
o211a_1	32	320
xnor2_1	17	149
o31ai_1	62	465
o21ai_1	57	285
xor2_1	34	298
[per-layer routing]
metal	vias up	GRT usage
met4	0	0.0341
met2	242	0.268
met1	4098	0.252
li1	4350	-
met3	29	0.0641
met5	-	0
[stage by stage]
| stage | setup WS, ps | hold slack (ps) |
|---|---|---|
| after global placement | 6520 | 465 |
| after global routing | 5930 | 499 |
| after floorplan | 7220 | 454 |
| final | 6080 | 486 |
| after CTS | 6060 | 483 |
| after detailed placement | 6540 | 473 |
[final timing paths]
| kind | from | end | cells after the start |
|---|---|---|---|
| worst max register to register | mtime_mem[0][0]$_SDFFCE_PP0P_ | mtime_mem[1][24]$_SDFFCE_PP0P_ | 14 |
| worst max-delay path | mtime_mem[0][18]$_SDFFCE_PP0P_ | timer_irq_o | 9 |
| worst min-delay path | msip_mem[21]$_DFF_P_ | msip_mem[21]$_DFF_P_ | 2 |
| worst min register to register | msip_mem[21]$_DFF_P_ | msip_mem[21]$_DFF_P_ | 2 |
[final cells by class]
class,count,area (µm²),area share
sequential,192,4320,0.350
multi-input combinational,869,5650,0.457
tap,455,569,0.0460
clock buffer,22,529,0.0428
clock inverter,10,83.8,0.00678
timing repair buffer,100,948,0.0767
inverter,68,255,0.0206
[report_power, final]
part	total [µW]	switching (µW)	internal [µW]	leakage [µW]
sequential	621	32.0	589	0.00172
clock	554	237	317	0.000301
combinational	144	76.5	67.5	0.00262
total	1320	345	974	0.00464
[kinds of logic after synthesis]
family,count (synthesis)
compound gates,231
xor+xnor,51
fa+ha+maj,65
buf+inv,133
flops,160
latches,32
mux,64
simple gates,458
Power is estimated from default activity; no workload was simulated.
