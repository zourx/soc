[flow/config.mk]
export PLATFORM = sky130hd
export DESIGN_NAME = dpram
export DESIGN_NICKNAME = dpram
export VERILOG_FILES = /design/flow/design.v
export SDC_FILE = /design/flow/constraint.sdc
export NUM_CORES = 4
export LEC_CHECK = 1
export CORE_AREA = 10 10 72 72
export DIE_AREA = 0 0 82 82
[flow/constraint.sdc]
current_design dpram

set clk_period 1.3
set clk_io_pct 0.2

create_clock -name clk0 -period $clk_period [get_ports {clk_i}]

set non_clock_inputs [all_inputs -no_clocks]
set_input_delay [expr $clk_period * $clk_io_pct] -clock clk0 $non_clock_inputs
set_output_delay [expr $clk_period * $clk_io_pct] -clock clk0 [all_outputs]
[flow/design.v]
module dpram #(
  parameter RAM_SIZE        = 1,
  parameter RAM_ADDR_WIDTH  = 1
  )(
    input wire clk_i,
    input wire ce_i,
    input wire [32-1:0] pc_i,
    output reg [32-1:0] inst_o,
    input wire ram_ce_i,
    input wire[32-1:0] addr_i,
    input wire[32-1:0] data_i,
    input wire we_i,
    output reg[32-1:0] data_o
);
reg [7:0] mem[0:RAM_SIZE-1];
wire[RAM_ADDR_WIDTH-1:0] rom_addr4;
assign rom_addr4 = {pc_i[RAM_ADDR_WIDTH-1:2],2'b0};
    always @(*)
        if (ce_i == 1'b1) begin
            inst_o = {mem[rom_addr4],mem[rom_addr4+1],mem[rom_addr4+2],mem[rom_addr4+3]};
        end else begin
            inst_o = 32'h0;
        end 
    task readByte;
        input integer byte_addr;
        output integer val;
        begin
            val = {24'b0,mem[byte_addr[RAM_ADDR_WIDTH-1:0]]};
        end
    endtask    
    task writeByte;
        input integer byte_addr;
        input [7:0] val;
        begin
            mem[byte_addr[RAM_ADDR_WIDTH-1:0]] = val;
        end
    endtask    
wire [RAM_ADDR_WIDTH-1:0] addr4;
assign addr4 = {addr_i[RAM_ADDR_WIDTH-1:2],2'b0};
	always @ (posedge clk_i) begin
		if( (ram_ce_i == 1'b1) && (we_i == 1'b1) ) begin
            mem[addr4] <= data_i[31:24];
            mem[addr4+1] <= data_i[23:16];
            mem[addr4+2] <= data_i[15:8];
            mem[addr4+3] <= data_i[7:0];
        end
	end
	always @ (*) begin
		if (ram_ce_i==1'b1) begin
		    data_o =  {mem[addr4],mem[addr4+1],mem[addr4+2],mem[addr4+3]};
		end else begin
			data_o = 32'h0;
		end
	end		
endmodule
[flow/run.sh]
#!/bin/bash
# OpenROAD 26Q1-2900-gdf79404cd8, Yosys 0.63+post, stock flow scripts
make -C /OpenROAD-flow-scripts/flow DESIGN_CONFIG=/design/flow/config.mk WORK_HOME=/design/flow/orfs finish
==> qor.yml <==
clock_tree:
  cts_buffers: 3
  cts_buffer_depth: 2
  cts_root_buf: "clkbuf_8"
  cts_tree: "yes"
  h-tree-depth: 1
  path_clk_slew_ns: 0.04
  cts_sinks: 8
  postCtsHoldBufs: 0
synthesis:
  ys_sh_aoi_pct: 0
  logic_family: "buffers and inverters"
  synth.avg_cell_area_um2: 9.68
  yosys_warnings: 1
  synth.mux.area_fraction_pct: 0
  ys_cells: 73
  synthCells: 73
  yosysTopAreaCellShare_pct: 51.0
  simple_gate_share_pct: 15.0
  top_cells_by_area: "buf_4 (51%), edfxtp_1 (34%), and2_1 (15%)"
  syn_area_um2: 707
  synth_adder_area_share_pct: 0
  largest_area_cell: "buf_4"
  ys_area_um2: 707
  ys_types: 3
  ys_ff: 8
  ys_seq_share_pct: 34.0
  xor_share_pct: 0
critical_path:
  path_max_fanout: 4
  crit_required_ns: 1.04
  critical_path_class: "input pin to output pin"
  cp_cell_sequence: "buf_4 > buf_6 > buf_4 > and2_4 > dlygate4sd2_1"
  arrival_ns: 1.01
  end_kind: "output pin"
  cp_top_family: "buffers and inverters"
  slowest_delay_ns: 0.24
  cp_common_cell: "buf_4"
  slowest_stage: "dlygate4sd2_1"
  crit_buf_inv: 4
  critPathLaunchType: "input pin"
cells_and_area:
  area_growth_pct: 78.2
  largestRegisters: "mem: 8 flops"
  postLayoutCellArea_um2: 1260
  top_register: "mem"
  drive_gt1_share_pct: 43.1
  largest_register_ffs: 8
grt:
  grt_pass1_wl_mm: 3.22
  gr-total-overflow: 0
  antenna_found_initial: 0
  grt_max_degree: 5
  grt_pass1_vias: 606
  track_usage_pct: 6.08
floorplanning:
  core_um2: 3690
  fp_util_pct: 19.2
  die_w_um: 82
  num_rows: 22
  dieHeight_um: 82
  ioPinCount: 164
  die_area_um2: 6720
drt:
  route.detailed.wl_per_inst_um: 13.9
  viasPerCell: 3.30
  ant_nets: 0
  drt_iter0_markers: 4
  via_count: 541
  remaining_drc_errors: 0
  drt_wl_total_mm: 2.28
  drt_pass1_iterations: 2
  num_antenna_cells: 0
hold_path:
  worstHoldStart: "data_i[3]"
  whs_endpoint: "mem[0][3]"
  holdCritPathClass: "input pin to flip-flop"
  whs_path_depth: 1
placed_design:
  port_buffers: 75
  dp_hpwl_mm: 2.05
  gp_congestion: 0.689
  place_area_um2: 1210
  pre_cts_slack_ns: -0.564
sta:
  hold_violations: 0
  max_freq_mhz: 788
  setup_ws_ns: 0.0303
  period_used_pct: 97.7
  finalSetupViolCount: 0
  maxSlewViolCount: 0
  slew_headroom_pct: 93.6
  period_minus_slack_ns: 1.27
  rsz0062_at_grt: "yes"
  tightest_slew_ns: 0.0962
pwr:
  ir_worst_vdd_uv: 443
  total_power_uw: 880
  pwr_density_cell_nw_per_um2: 698
  p_leak_uw: 0.000609
job:
  tool_warnings: 115
  max-cap-violations: 0
run_status:
  status: "finished, final reports clean"
power breakdown:
group	internal, uW	switching, uW
combinational	208	69.4
clock	200	89.1
sequential	305	7.95
stage by stage:
step	hold slack, ns	TNS [ns]	instances	utilization, %
after floorplan	0.359	0	73	-
after CTS	0.583	-0.194	165	33.3
after detailed placement	0.818	-34.99	155	32.8
after global placement	0.818	-33.56	155	32.8
after global routing	0.590	-0.00487	164	34.2
final	0.588	0	164	34.2
timing repair:
action / CTS / global route
endpoints found under the setup margin: 64 / 43
pin swaps: 14 / 6
resized: 126 / 38
buffers inserted: 7 / 0
cell usage after synthesis:
library cell and instances:
and2_1 17, buf_4 48, edfxtp_1 8
layout by cell type (no fill, tap or decap):
cell type / instances
and2_1: 1
and2_4: 16
clkdlybuf4s15_1: 36
buf_2: 15
buf_4: 7
edfxtp_1: 8
dlygate4sd2_1: 12
clkdlybuf4s50_1: 9
buf_6: 7
clkbuf_8: 3
clkbuf_2: 2
per-layer routing:
layer	vias to the layer above	track usage [%]	wire length, um
li1	266	-	-
met5	-	0	0
met3	0	3.19	305
met4	0	0.510	0
met2	33	11.7	1240
met1	242	5.78	740
kinds of logic after synthesis:
family | after synthesis
buffers and inverters | 48
AND/OR/NAND/NOR | 17
flip-flops | 8
area by class of cell:
| type | instances | area (um^2) |
|---|---|---|
| fillers | 386 | 2430 |
| repair buffers | 88 | 772 |
| flip-flops and latches | 8 | 240 |
| multi-input cells | 17 | 146 |
| well taps | 48 | 60.1 |
| clock buffers | 3 | 41.3 |
worst max-delay path by stage:
| stage | end | slack [ns] | from | depth (start not counted) |
|---|---|---|---|---|
| after CTS | inst_o[30] | -0.1 | mem[0][6] | 3 |
| after global routing | inst_o[10] | -0.002 | ce_i | 5 |
| final | inst_o[10] | 0.03 | ce_i | 5 |
No activity file was given, so power comes from the tool's default toggle rates.
